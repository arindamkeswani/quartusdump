[design/flow/constraint.sdc]
current_design bcddecoder

set clk_period 1.0
set clk_io_pct 0.2

create_clock -name clk0 -period $clk_period

set non_clock_inputs [all_inputs -no_clocks]
set_input_delay [expr $clk_period * $clk_io_pct] -clock clk0 $non_clock_inputs
set_output_delay [expr $clk_period * $clk_io_pct] -clock clk0 [all_outputs]
[design/flow/design.v]
module bcddecoder(a,b,c,d,e,f,g,A,B,C,D);
output a,b,c,d,e,f,g;
input A,B,C,D;
assign a= (~B&~D)|C|(B&D)|A;
assign b=~B|(~C&~D)|(C&D);
assign c=~C|D|B;
assign d=(~B&~D)|(~B&C)|(B&~C&D)|(C&~D)|A;
assign e=(~B&~D)|(C&~D);
assign f=(~C&~D)|(B&~C)|(B&~D)|A;
assign g=(~B&C)|(B&~C)|A|(B&~D);
endmodule 
[design/flow/config.mk]
export PLATFORM = sky130hd
export DESIGN_NAME = bcddecoder
export DESIGN_NICKNAME = bcddecoder
export VERILOG_FILES = /design/flow/design.v
export SDC_FILE = /design/flow/constraint.sdc
export NUM_CORES = 4
export LEC_CHECK = 1
export CORE_AREA = 10 10 70 70
export DIE_AREA = 0 0 80 80
[design/flow/run.sh]
#!/bin/bash
# OpenROAD 26Q1-2900-gdf79404cd8, Yosys 0.63+post, stock flow scripts
make -C /OpenROAD-flow-scripts/flow DESIGN_CONFIG=/design/flow/config.mk WORK_HOME=/design/flow/orfs finish
==> run summary <==
yosys + openroad results -> sequential cell area=0 um^2, Placed Instance Area=316.6 um^2, Crit Path Max Fanout=4, share of layout cells above drive strength 1=67.65%, HP Class=in2out, Hold Fails Final Rpt=0, critical path class=in2out, RSZ-0062 raised after global routing=yes, DR vias=184, Top cells by area=ha_1 (20%), xor2_1 (14%), nor2b_1 (10%), leakage power=0.1391 nW, crit path DRT=0.80 ns, DRC=0, Synthesis Warnings=0, Top-area cell share=20.20%, Mapped Area=123.9 um^2, setup violators final=1, Clock buffer cells=0, post-route cell area=365.4 um^2, Die Y=80 um, FILL cells=399, placed cells=80, flop count=0, register area share after synthesis=0%, Non-Filler Instances=80, Gate Count Post-Synth=20, 1st-pass router iterations=2, Via density=2.300, worst path arrival time=0.81 ns, core region area=3416 um^2, postcts setup bufs=0, Die ar.=6400 um^2, fin util=10.70%, DRT iter0 DRCs=2, Avg Cell Area, Syn=6.193 um^2, Rows=21, distinct lib cells=14, Max Cap Viol=0, largest net degree at the start of global routing=9, status=finished with violations, pwr dens=325.6 nW/um^2, Die X-Extent=80 um, area grow syn2layout=194.9%, Initial Utilization=3.626%, vias in the first global route=197, Worst setup EP type=primary output, Final WS setup=-0.01068 ns, post-route ant nets=0, Yosys chip area=123.9 um^2, fin crit period=1.011 ns, PortBufs=11, worst relative slew slack=91.04%, Congestion Overflow GR=0, Slew Limit Fails=0, DP Wirelength=452.7 um, post-DR wirelength/cell=7.675 um, most frequent cells in the layout=buf_2 (5), buf_6 (3), o21ai_1 (2), ha_4 (2), Synth area leader=ha_1, Slew @ Worst Pin=0.1338 ns, top-level I/O count=11, crit path launch type=primary input, total power=0.0001189 W, most numerous logic cell after layout=buf_2, logic area=161.4 um^2, fmax=989.4 MHz, number of cells in Yosys stat=20, Tool Warnings=35, Peak VDD IR=0.00003993 V, first-pass GRT wire length=986 um, Routed WL=614 um, failing checks=setup timing, antenna violations before repair=0, Global Route Usage Sum=1.870%, Placer Congestion=0.7770, n_diodes=0, Final period util=101.1%
## worst paths after layout
check  from  end  slack, ns  cells past startpoint
max       B    d      -0.01                      5
min       C    a       0.71                      4
## repair_timing
action / CTS / global route
pin swaps: 7 / 3
hold buffers: 0 / 0
setup endpoints to repair: 7 / 7
gates resized: 47 / 13
## synth_stat cells
cell / count
inv_1: 3
ha_1: 2
nor2_1: 2
nor2b_1: 2
xor2_1: 2
a21oi_1: 1
buf_2: 1
nand2_1: 1
nand2b_1: 1
nand3_1: 1
nor3b_1: 1
o211ai_1: 1
o21ai_0: 1
o21ai_1: 1
## critical path: stages
cell     delay (ns)
buf_12         0.11
buf_6          0.11
nor3b_2        0.14
o21ai_1        0.13
buf_2          0.12
## where the power goes
part	switching (W)	internal [W]	leakage, nW
sequential	0	0	0
clock	0	0	0
combinational	0.0000488	0.0000701	0.139
## area by class of cell
cell class / count / share of cell area [%]
Tap cell: 46 / 15.75
Inverter: 3 / 3.767
Timing Repair Buffer: 15 / 36.30
Multi-Input combinational cell: 16 / 44.18
## metrics by stage
step / hold slack, ns / TNS, ns / setup WS [ns]
2_1_floorplan: 0.4151 / 0 / 0.2326
3_3_place_gp: 1.424 / -5.356 / -0.8700
3_5_place_dp: 1.427 / -5.348 / -0.8800
4_1_cts: 0.7323 / -0.02194 / -0.01583
5_1_grt: 0.7402 / -0.1193 / -0.04203
6_report: 0.7082 / -0.01068 / -0.01068
## per-layer routing
| metal | vias to the layer above | routed length (um) | share of wire (%) | global-route usage (%) |
|---|---|---|---|---|
| met5 | - | 0 | 0 | 0 |
| met3 | 0 | 57 | 9.3 | 0.4545 |
| li1 | 92 | - | - | - |
| met2 | 7 | 275 | 45 | 3.371 |
| met1 | 85 | 281 | 46 | 2.307 |
| met4 | 0 | 0 | 0 | 0 |
## cells by family (layout without fill, tap and decap cells)
kind of cell / after synthesis / in the layout / share of synthesized area [%]
AND-OR/OR-AND: 4 / 4 / 18.17
XOR/XNOR: 2 / 2 / 14.14
adder cells (fa/ha/maj): 2 / 2 / 20.20
buffers and inverters: 4 / 18 / 13.13
AND/OR/NAND/NOR: 8 / 8 / 34.34
No activity file was given, so power comes from the tool's default toggle rates.

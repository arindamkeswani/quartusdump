===== flow/design.v =====
module CLA(s,a,b,ci,co);
 input [3:0]a,b;
 output [4:0]s;
 input ci;
 output co;
 wire [3:0]G,P,C;
 assign G = a&b;
 assign P = a^b;
 assign C[0]=ci;
 assign C[1]=G[0] + (P[0]&ci);
 assign C[2]=G[1] + (P[1]&G[0]) + (P[1]&P[0]&ci);
 assign C[3]=G[2] + (P[2]&G[1]) + (P[2]&P[1]&G[0]) +  (P[2]&P[1]&P[0]&ci);
 assign co=G[3]+ (P[3]&G[2]) + (P[3]&P[2]&G[1]) +  (P[3]&P[2]&P[1]&G[0]) + (P[3]&P[2]&P[1]&P[0]&ci);
 assign s = {co,P^C};
endmodule

===== flow/run.sh =====
#!/bin/bash
# OpenROAD 26Q1-2900-gdf79404cd8, Yosys 0.63+post, stock flow scripts
make -C /OpenROAD-flow-scripts/flow DESIGN_CONFIG=/design/flow/config.mk WORK_HOME=/design/flow/orfs finish

===== flow/config.mk =====
export PLATFORM = sky130hd
export DESIGN_NAME = CLA
export DESIGN_NICKNAME = CLA
export VERILOG_FILES = /design/flow/design.v
export SDC_FILE = /design/flow/constraint.sdc
export NUM_CORES = 4
export LEC_CHECK = 1
export CORE_AREA = 10 10 70 70
export DIE_AREA = 0 0 80 80

===== flow/constraint.sdc =====
current_design CLA

set clk_period 3.8
set clk_io_pct 0.2

create_clock -name clk0 -period $clk_period

set non_clock_inputs [all_inputs -no_clocks]
set_input_delay [expr $clk_period * $clk_io_pct] -clock clk0 $non_clock_inputs
set_output_delay [expr $clk_period * $clk_io_pct] -clock clk0 [all_outputs]

==> GITHUB_STEP_SUMMARY <==
## Synthesis and layout report

| Metric | Value |
|---|---|
| Run status | finished, final reports clean |
| Setup Fix Bufs, Post-CTS | 0 |
| Critical Path Start Type | primary input |
| Share of layout cells above drive strength 1 | 0.1731 |
| # rows | 21 |
| Endpoints failing setup | 0 |
| DRC | 0 |
| DP HPWL | approximately 800 um |
| Initial antenna violation count | 0 |
| Diodes inserted | 0 |
| Antenna Nets Post-Route | 0 |
| Final min period | 3.630 ns |
| Biggest area cells | ha_1 14%, o2111ai_1 7.4%, xor3_1 6.7% |
| Top cell excl fill/tap | clkdlybuf4s50_1 |
| Post-synthesis sequential area ratio | 0 |
| RSZ-0062 raised after global routing | no |
| Post-Syn Area per Cell | between 9 and 10 um^2 |
| Slowest CP cell | clkdlybuf4s50_1 |
| Tool Warnings | 32 |
| CP max FO | 4 |
| P&R area growth vs syn | 60.78% |
| Most frequent CP cell | clkdlybuf4s50_1 |
| CP max stage delay | 0.53 ns |
| Die Size | 6400 um^2 |
| Slew Limit Fails | 0 |
| Hold WS | 2.671 ns |
| CTS hold repair buffers | 0 |
| Total placed cells including tap cells | 98 |
| Slew margin rel. | 0.8050 |
| Vias in the first global route | 377 |
| Cell count after synthesis | 39 |
| Post-Layout Cell Count | 98 |
| Most frequent cells in the layout | 15 x clkdlybuf4s50_1, 6 x inv_1, 3 x o2111ai_1, 3 x ha_1 |
| Static leakage | about 0.22 nW |
| Core ar. | 3416 um^2 |
| WL final | 946 um |
| First-pass GRT wire length | 1683 um |
| Wirelength per Cell | 9.653 um |
| Flip-flops | 0 |
| CP required | 3.04 ns |
| Gp weighted congestion | 0.7482 |
| PwrDens | 148.3 nW/um^2 |
| Logic cell area | 339.1 um^2 |
| GRT Util Overall | 0.03084 |
| Pin count of the biggest net entering global routing | 9 |
| Vias per cell | 3.408 |
| TritonRoute pass-1 iters | 4 |
| Measured slew at the worst slew-check pin | 0.2925 ns |
| Critical Path AT | 2.87 ns |
| Yosys stat area | 354.1 um^2 |
| CP Capture Type | output port |
| Yosys warns | 0 |
| Fmax | 0.2755 GHz |
| Fp util | 0.1037 |
| Pre-CTS worst setup slack | 0.08231 ns |
| Reg area | 0 um^2 |
| Filler cells | around 400 |
| Area leader share | 0.1413 |
| Die Y | 80 um |
| CP Cell Sequence | clkdlybuf4s50_1 -> ha_4 -> and3b_4 -> o21ai_4 -> xor2_2 -> o311ai_4 -> clkdlybuf4s50_1 |
| Cts repair resizes | 0 |
| I/O pins | 15 |
| HP Class | in -> out |
| Fin. Hold Viols | 0 |
| CP Class | in -> out |
| CLK BUF | 0 |
| Chip Width | 80 um |
| Remaining Overflow, GRT | 0 |
| Setup TNS | 0 ns |
| Vias | 334 |
| Netlist cell types | 26 |
| Netlist Area Pre-Place | 354.1 um^2 |
| Area leader, netlist | ha_1 |
| Peak VDD IR | 0.00005572 V |
| Port bufs | 15 |
| # Cells Yosys | 39 |
| Final worst slack | 0.1701 ns |
| Max cap viols | 0 |
| Period utilisation layout | 0.9552 |
| Iter 0 DRT Violations | 13 |
==> stage by stage <==
step | cell area (um^2) | total power [W] | utilization
final | 569.3 | 0.00008441 | 0.1667
after floorplan | 354.1 | 0.00004288 | -
after global placement | 546.8 | 0.00007898 | 0.1601
after CTS | 546.8 | 0.00008131 | 0.1601
after detailed placement | 546.8 | 0.00008016 | 0.1601
after global routing | 569.3 | 0.00009518 | 0.1667
==> path summary, 6_finish.rpt <==
check	start	endpoint	slack [ns]	depth (start not counted)
max	a[0]	s[4]	0.17	7
min	b[0]	s[0]	2.67	5
==> report_power, final <==
part / total [W] / switching [W] / internal (W)
Combinational: 0.0000844 / 0.0000320 / 0.0000524
Sequential: 0 / 0 / 0
Clock: 0 / 0 / 0
Total: 0.0000844 / 0.0000320 / 0.0000524
==> worst max-delay path, delay by kind of cell <==
family	cells	cell delay (ns)
buf+inv	2	1.05
compound gates	2	0.51
xor+xnor	1	0.13
simple gates	1	0.19
fa+ha+maj	1	0.23
==> metal layers <==
metal	share of wire	wire length (um)	global-route usage	vias up
li1	-	-	-	172
met2	0.33	310	0.04334	17
met4	0	0	0	0
met1	0.52	493	0.04206	145
met5	0	0	0	-
met3	0.15	142	0.01818	0
==> layout make-up <==
cell class / count / share of cell area
Multi-Input combinational cell: 31 / 0.5956
Timing Repair Buffer: 15 / 0.2637
Tap cell: 46 / 0.1011
Inverter: 6 / 0.03956
==> Yosys cell counts <==
master / count
fa_1: 1
o21ai_1: 1
and2_2: 1
xor2_2: 1
o21ai_4: 1
and4b_1: 1
nand2_1: 2
and3b_1: 1
or2b_2: 1
inv_1: 6
o221ai_1: 1
and2b_2: 1
a31oi_1: 1
nand3_1: 1
o211ai_1: 1
and3b_4: 1
xnor2_1: 2
o311ai_2: 1
nand4b_1: 1
buf_4: 2
o2111ai_1: 3
nor2_1: 1
xor3_1: 1
nor4bb_1: 1
ha_1: 4
a21boi_2: 1
==> cell families (layout without fill, tap and decap cells) <==
kind of cell | after synthesis | count (layout) | share of synthesized area
adders and majority gates | 5 | 5 | 0.1979
buffers and inverters | 8 | 21 | 0.1060
and+or+nand+nor | 12 | 12 | 0.2580
xor gates and xnor gates | 4 | 4 | 0.1626
AOI/OAI and AO/OA | 10 | 10 | 0.2757
Power is estimated from default activity; no workload was simulated.

$ cat design/flow/config.mk
export PLATFORM = sky130hd
export DESIGN_NAME = counter
export DESIGN_NICKNAME = counter
export VERILOG_FILES = /design/flow/design.v
export SDC_FILE = /design/flow/constraint.sdc
export NUM_CORES = 4
export LEC_CHECK = 1
export CORE_AREA = 10 10 70 70
export DIE_AREA = 0 0 80 80
$ cat design/flow/design.v
module JK(j,k,clk,reset,q,qn);
input j,k,clk,reset;
output q,qn;
reg q,qn;
always@(negedge clk)
begin
	case({reset,j,k})
	3'b 100:begin q<=q;qn=(~q); end
	3'b 101:begin q<=0;qn=(~q); end
	3'b 110:begin q<=1;qn=(~q); end
	3'b 111:begin q<=(~q);qn=(~qn);end
	default
	q<=0;
	endcase
	end
endmodule
module counter(j,k,clk,reset,q,qn);
input j,k,clk,reset;
output wire [3:0]q,qn;
JK jk1(j,k,clk,reset,q[0],qn[0]);
JK jk2(j,k,q[0],reset,q[1],qn[1]);
JK jk3(j,k,q[1],reset,q[2],qn[2]);
JK jk4(j,k,q[2],reset,q[3],qn[3]);
endmodule
$ cat design/flow/run.sh
#!/bin/bash
# OpenROAD 26Q1-2900-gdf79404cd8, Yosys 0.63+post, stock flow scripts
make -C /OpenROAD-flow-scripts/flow DESIGN_CONFIG=/design/flow/config.mk WORK_HOME=/design/flow/orfs finish
$ cat design/flow/constraint.sdc
current_design counter

set clk_period 1.8
set clk_io_pct 0.2

create_clock -name clk0 -period $clk_period [get_ports {clk}]

set non_clock_inputs [all_inputs -no_clocks]
set_input_delay [expr $clk_period * $clk_io_pct] -clock clk0 $non_clock_inputs
set_output_delay [expr $clk_period * $clk_io_pct] -clock clk0 [all_outputs]
==> results_dict.tcl <==
# flow metrics
set metrics [dict create \
    status "finished with violations" \
    violations "negative setup slack" \
    core_um2 3416 \
    grt_max_degree 6 \
    dpl_cell_area_um2 556.8 \
    ir_drop_mv 0.2798 \
    final_cells 94 \
    clock_latency_ns 0.28 \
    drt_iter0_drc 7 \
    place_congestion 0.8208 \
    syn_area_um2 400.4 \
    finalHoldViolations 0 \
    crit_family "flip-flops" \
    boundaryPins 12 \
    cp.arrival_ns 1.68 \
    cts_hold_buf 0 \
    critPathCaptureType "output pin" \
    p_per_area_nw_per_um2 397.2 \
    clock_path_buffers 2 \
    fillers 396 \
    crit_end "q[0]" \
    cp_num_cells 1 \
    yosys-stat-cells 33 \
    critPathLaunch "jk1.q$_DFFE_NP_" \
    cts_max_level 1 \
    worstMarginPinSlew_ns 0.1916 \
    stdcell_area_um2 585.6 \
    required_ns 1.44 \
    avgSynthCellArea_um2 12.13 \
    dp_hpwl_um 687.7 \
    cts_buffers 3 \
    yosys-stat-area_um2 400.4 \
    fin_skew_ns 0.006931 \
    dieArea_um2 6400 \
    hp-class "flip-flop to flip-flop" \
    cts-root-buf "clkbuf_4" \
    finish.utilization_pct 17.14 \
    initCoreUtil_pct 11.72 \
    drv_slew 0 \
    warning_count 29 \
    combGateArea_um2 81.33 \
    lay_top_cells "9 x buf_4, 8 x edfxtp_1, 6 x clkdlybuf4s50_1" \
    dp_cells 88 \
    r2r-start "jk1.qn$_DFFE_NP_" \
    routedWlPerCell_um 8.468 \
    synth_cells 33 \
    diodes 0 \
    setup_violations 2 \
    worst-path-buf-inv 1 \
    crit_type "flip-flop to output pin" \
    final_common_cell "buf_4" \
    critical_path.max_stage_delay_ns 0.37 \
    r2r_setup_slack_ns 0.92 \
    worstPathCellList "buf_2" \
    cp_max_fo 2 \
    unclocked_regs 6 \
    synth.yosys.seq_area_share_pct 60.00 \
    maxCapViolations 0 \
    syn_to_final_growth_pct 46.25 \
    overflow 0 \
    yosys_warnings 1 \
    untimed_endpoints 18 \
    num_vias 257 \
    viasPerCell 2.734 \
    clkTransAtPathRegs_ns 0.03 \
    critPathSlowestCell "edfxtp_1" \
    setup_slack_ns -0.2407 \
    drc 0 \
    io_buffers 11 \
    ys.flops 8 \
    die_w_um 80 \
    seqCellArea_um2 240.2 \
    rsz0062_at_grt "yes" \
    grt_pass1_vias 288 \
    cts_tree "done" \
    grt_pass1_wl_um 1317 \
    placementRows 21 \
    leakage_nw 0.2550 \
    startpoint_type "flip-flop" \
    reg2reg_to "jk1.qn$_DFFE_NP_" \
    dieHeight_um 80 \
    drt_pass1_iterations 3 \
    slew_headroom_pct 87.22 \
    min-delay-start "jk1.q$_DFFE_NP_" \
    r2r_cells 3 \
    antenna_found_initial 0 \
    whs_ns 0.6753 \
    synth_cell_types 9 \
    detail-route-antenna-nets 0 \
    totalWireLength_um 796 \
    grt_usage_pct 2.553 \
    drive_gt1_share_pct 31.25 \
]
==> report_power, final <==
| group | internal (mW) | total (mW) | switching [mW] |
|---|---|---|---|
| registers | 0.0682 | 0.0715 | 0.00321 |
| logic | 0.0282 | 0.0468 | 0.0186 |
| clock network | 0.0798 | 0.114 | 0.0345 |
==> cell type report <==
cell class | instances | share of cell area, %
tap | 46 | 9.829
multi-input combinational | 12 | 13.89
sequential | 8 | 41.03
inverter | 3 | 1.923
timing repair buffer | 20 | 28.21
clock buffer | 3 | 3.846
clock inverter | 2 | 1.282
==> stage by stage <==
stage / setup WS [ns] / setup TNS (ns) / power [mW]
2_1_floorplan: 0.01062 / 0 / 0.1016
3_3_place_gp: -0.5030 / -2.351 / 0.1312
3_5_place_dp: -0.5373 / -2.420 / 0.1312
4_1_cts: -0.2627 / -0.5121 / 0.2402
5_1_grt: -0.2915 / -0.5719 / 0.2545
6_report: -0.2407 / -0.4766 / 0.2326
==> how the worst min path moves through the flow <==
stage | cells past startpoint | endpoint | slack [ns]
after global routing | 2 | jk1.qn$_DFFE_NP_ | 0.71
after CTS | 2 | jk1.qn$_DFFE_NP_ | 0.65
final | 2 | jk1.qn$_DFFE_NP_ | 0.68
==> Yosys cell counts <==
library cell | instances | share of area [%]
buf_4 | 8 | 15
edfxtp_1 | 8 | 60
a21oi_1 | 4 | 5.0
inv_1 | 4 | 3.7
mux2i_1 | 4 | 10
nand2_1 | 2 | 1.9
clkbuf_1 | 1 | 0.94
nand3_2 | 1 | 2.5
nor2_1 | 1 | 0.94
==> kinds of logic after synthesis <==
| logic type | synth area share (%) |
|---|---|
| AOI/OAI and AO/OA | 5.000 |
| and+or+nand+nor | 5.312 |
| DFF | 60.00 |
| muxes | 10.00 |
| buffers and inverters | 19.69 |
==> repair_timing <==
item                       4_1_cts  5_1_grt
buffers inserted                 1        1
resized                          9        1
setup endpoints to repair        6        3
==> layer usage <==
layer	part of all wire, %	routed length (µm)	track usage [%]
met1	53	425	3.777
met2	42	333	3.451
met3	4.6	37	0.7955
met4	0	0	0.7042
met5	0	0	0
==> registers in the layout, indices dropped and copies added, names as in the netlist <==
register / count
jk4.q: 1
jk3.qn: 1
jk1.q: 1
jk4.qn: 1
jk1.qn: 1
jk2.qn: 1
jk2.q: 1
jk3.q: 1
==> worst min-delay path: stages (launching register included) <==
cell and delay, ns:
edfxtp_1 0.33, buf_4 0.12, mux2i_1 0.06
No activity file was given, so power comes from the tool's default toggle rates.
